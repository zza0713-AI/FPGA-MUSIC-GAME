==> /design/flow/design.v <==
module led_matrix_driver(
    input  wire clk,
    input  wire rst,
    input  wire [255:0] frame,
    output reg  [15:0] col_data,
    output reg  [3:0]  col_sel
);
    reg [3:0] col_idx;
    always @(posedge clk or posedge rst) begin
        if (rst) begin
            col_idx <= 0;
            col_data <= 16'h0000;
            col_sel <= 4'd0;
        end else begin
                col_idx <= col_idx + 1;
                col_sel <= col_idx;
                col_data <= frame[col_idx*16+:16];
        end
    end
endmodule
==> /design/flow/run.sh <==
#!/bin/bash
# OpenROAD 26Q1-2900-gdf79404cd8, Yosys 0.63+post, stock flow scripts
make -C /OpenROAD-flow-scripts/flow DESIGN_CONFIG=/design/flow/config.mk WORK_HOME=/design/flow/orfs finish
==> /design/flow/config.mk <==
export PLATFORM = sky130hd
export DESIGN_NAME = led_matrix_driver
export DESIGN_NICKNAME = led_matrix_driver
export VERILOG_FILES = /design/flow/design.v
export SDC_FILE = /design/flow/constraint.sdc
export NUM_CORES = 4
export LEC_CHECK = 1
export CORE_AREA = 10 10 149 149
export DIE_AREA = 0 0 159 159
==> /design/flow/constraint.sdc <==
current_design led_matrix_driver

set clk_period 8.7
set clk_io_pct 0.2

create_clock -name clk0 -period $clk_period [get_ports {clk}]

set non_clock_inputs [all_inputs -no_clocks]
set_input_delay [expr $clk_period * $clk_io_pct] -clock clk0 $non_clock_inputs
set_output_delay [expr $clk_period * $clk_io_pct] -clock clk0 [all_outputs]
==> qor.json <==
{
  "routing": {
    "route.vias.total": 3182,
    "post_drt_wl_per_cell_um": 21.4,
    "drt-initial-drc-count": 108,
    "vias_per_cell": 4.20,
    "drt.antenna.violating_nets": 0,
    "drc_errors": 0,
    "route.final.wire_length_um": 16200,
    "route.antenna.diode_count": 0,
    "drt_pre_antenna_iters": 4
  },
  "clock_tree": {
    "clock_path_buffers": 2,
    "total_of_hold_buffers_inserted_after_clock_tree_synthesis": 0,
    "root_buffer": "sky130_fd_sc_hd__clkbuf_16",
    "cts_htree_levels": 1,
    "resized_after_cts": 0,
    "tritoncts": "yes",
    "clock_sinks": 24,
    "clock_insertion_delay_worst_skew_ns": 0.27,
    "tritoncts.num_buffers": 3,
    "post-cts-setup-buffers": 0,
    "cts.clk_slew.worst_paths_ns": 0.07
  },
  "critical_path": {
    "reg2reg_setup_slack_ns": 5.66,
    "crit_path_end": "col_data[13]$_DFF_PP0_",
    "worstPathRequired_ns": 8.91,
    "crit_path_end_kind": "flip-flop",
    "worst_ep_arrival_time_ns": 3.25,
    "worstSetupStartpoint": "col_idx[0]$_DFF_PP0_",
    "worst-r2r-cell-count": 6,
    "critPathLaunchType": "flip-flop",
    "worstSetupPathType": "reg2reg",
    "timing.critical_path.fanout_max": 36,
    "reg2reg_from": "col_idx[0]$_DFF_PP0_",
    "rr_endpoint": "col_data[13]$_DFF_PP0_"
  },
  "synth": {
    "top_logic_kind": "multiplexers",
    "synthSimpleGateAreaFrac_pct": 2.55,
    "ys_warn_count": 1,
    "synthDistinctLibCells": 23,
    "asyncSetResetFlopFracSynth_pct": 100,
    "synth_area_um2": 2990,
    "synth.cellmix.xorXnorShare_pct": 0.585,
    "yosys-stat-cells": 237,
    "yosys_register_bits": 24,
    "prevailing_post_synth_register_cell": "sky130_fd_sc_hd__dfrtp_1",
    "post_synth.cell_area_avg_um2": 12.6,
    "yosys.area_share.aoi_pct": 22.3,
    "yosysSeqAreaShare_pct": 20.1,
    "postSynthCellCount": 237,
    "number_of_flops_mapped_to_enable_cells_by_yosys": 0,
    "mux_area_share_pct": 45.5,
    "synth-area-yosys_um2": 2990,
    "adders_majority_by_area_pct": 0.418
  },
  "floorplanning": {
    "floorplan.die_area_um2": 25300,
    "core_um2": 18800,
    "chipWidth_um": 159,
    "initial_utilization_pct": 15.9,
    "ios": 278,
    "row_count": 50,
    "die.size.y_um": 159
  },
  "placed_design": {
    "place_ws_ns": 5.58,
    "portBuffers": 277,
    "gp_congestion": 0.849,
    "place.detailed.hpwl_um": 13700
  },
  "grt": {
    "grt_pass1_wl_um": 24200,
    "initial_antenna_violation_count": 0,
    "via_count_of_the_first_global_routing_pass": 3683,
    "groute.usage.overall_pct": 12.5,
    "grt_remaining_overflow": 0,
    "grt_start_max_net_pins": 37
  },
  "outcome": {
    "outcome": "finished clean"
  },
  "power_and_ir_drop": {
    "max-vdd-ir-drop_mv": 0.0548,
    "p_leak_nw": 2.01,
    "post-layout-total-power_mw": 0.389,
    "power_per_standard_cell_area_nw_per_um2": 64.9
  },
  "sta": {
    "grt_setup_unrepaired": "false",
    "setup_ws_ns": 5.66,
    "max_clock_freq_mhz": 329,
    "worst_slew_margin_rel_pct": 42.7,
    "setup_viol": 0,
    "period_needed_ns": 3.04,
    "setup_tns_ns": 0,
    "whs_ns": 0.721,
    "worst_slew_pin_slew_ns": 0.860,
    "slew_viol_final": 0,
    "final_tally_of_hold_violations": 0,
    "final.period_utilization_pct": 35.0,
    "finClkSkew_ns": 0.00276
  },
  "job": {
    "warning_count": 25,
    "cap_viol_max_count": 0
  },
  "layout": {
    "post_route_cells_drive_above_1_share_pct": 15.5,
    "final_util_pct": 31.8,
    "area_growth_syn_to_layout_pct": 100
  },
  "hold_path": {
    "path_type_of_the_worst_min_delay_path": "reg2reg"
  }
}
-- critical path: stages, from the launching register on --
cell,delay [ns]
sky130_fd_sc_hd__dfrtp_4,0.77
sky130_fd_sc_hd__buf_4,0.60
sky130_fd_sc_hd__buf_4,0.64
sky130_fd_sc_hd__mux2i_1,0.25
sky130_fd_sc_hd__a221oi_2,0.44
sky130_fd_sc_hd__o21ai_0,0.12
sky130_fd_sc_hd__nand2_1,0.11
-- final cells by class --
type	instances	area [um2]
Tap cell	260	325
Timing Repair Buffer	284	2830
Fill cell	1881	12800
Multi-Input combinational cell	182	2140
Inverter	3	11.3
Sequential cell	24	606
Clock buffer	4	78.8
-- cells in the final DEF, fill, tap and decap left out --
cell type	count
sky130_fd_sc_hd__dfrtp_1	22
sky130_fd_sc_hd__buf_4	7
sky130_fd_sc_hd__a221oi_2	30
sky130_fd_sc_hd__xnor2_1	1
sky130_fd_sc_hd__clkbuf_16	3
sky130_fd_sc_hd__and2_2	1
sky130_fd_sc_hd__dfrtp_2	1
sky130_fd_sc_hd__ha_1	1
sky130_fd_sc_hd__nand2_1	17
sky130_fd_sc_hd__mux2i_1	64
sky130_fd_sc_hd__a22oi_1	16
sky130_fd_sc_hd__inv_2	1
sky130_fd_sc_hd__inv_1	2
sky130_fd_sc_hd__o21ai_0	16
sky130_fd_sc_hd__a221oi_1	2
sky130_fd_sc_hd__mux4_2	32
sky130_fd_sc_hd__nor2b_4	1
sky130_fd_sc_hd__xor2_1	1
sky130_fd_sc_hd__dfrtp_4	1
sky130_fd_sc_hd__clkdlybuf4s50_1	277
sky130_fd_sc_hd__clkbuf_1	1
-- worst min-delay path by stage --
stage,from,end,slack (ns),cells after the start
4_1_cts,col_idx[3]$_DFF_PP0_,col_sel[3]$_DFF_PP0_,0.72,1
5_1_grt,col_idx[3]$_DFF_PP0_,col_sel[3]$_DFF_PP0_,0.76,1
6_report,col_idx[3]$_DFF_PP0_,col_sel[3]$_DFF_PP0_,0.72,1
-- cell families (layout without fill, tap and decap cells) --
| family | Yosys count | after routing |
|---|---|---|
| compound gates | 64 | 64 |
| simple gates | 19 | 19 |
| fa+ha+maj | 1 | 1 |
| buf+inv | 31 | 291 |
| flops | 24 | 24 |
| xor+xnor | 2 | 2 |
| mux | 96 | 96 |
-- sequential cells by signal, summed over array words and instances (netlist names) --
signal	flops
col_data	16
col_sel	4
col_idx	4
-- cell usage after synthesis (all sizes together) (3+ instances only) --
master	instances	area, um2
buf	22	218
clkbuf	6	27.5
inv	3	11.3
mux4	32	721
a221oi	32	468
mux2i	64	641
dfrtp	24	601
nand2	17	63.8
o21ai	16	80.1
a22oi	16	120
-- layer usage --
metal	vias to the layer above	global-route usage, %	share of wire [%]	wire (um)
li1	1515	-	-	-
met1	1505	16.3	43	6950
met2	157	20.8	49	7960
met3	5	4.09	7.7	1250
met4	0	0.463	0.43	70
met5	-	0	0	0
-- through the flow --
step | cell area, um2 | std cells
6_report | 5990 | 757
5_1_grt | 5990 | 757
4_1_cts | 5990 | 757
3_5_place_dp | 5910 | 753
3_3_place_gp | 5910 | 753
2_1_floorplan | 2990 | 237
-- report_power, final --
group	total [mW]	switching, mW	internal, mW
Combinational	0.160	0.0341	0.126
Sequential	0.117	0.00131	0.116
Clock	0.112	0.0490	0.0630
