--- flow/run.sh ---
#!/bin/bash
# OpenROAD 26Q1-2900-gdf79404cd8, Yosys 0.63+post, stock flow scripts
make -C /OpenROAD-flow-scripts/flow DESIGN_CONFIG=/design/flow/config.mk WORK_HOME=/design/flow/orfs finish
--- flow/config.mk ---
export PLATFORM = sky130hd
export DESIGN_NAME = ScanDisplayDriver
export DESIGN_NICKNAME = ScanDisplayDriver
export VERILOG_FILES = /design/flow/design.v
export SDC_FILE = /design/flow/constraint.sdc
export NUM_CORES = 4
export LEC_CHECK = 1
export CORE_UTILIZATION = 30
--- flow/constraint.sdc ---
current_design ScanDisplayDriver

set clk_period 4.2
set clk_io_pct 0.2

create_clock -name clk0 -period $clk_period [get_ports {clk_sys}]

set non_clock_inputs [all_inputs -no_clocks]
set_input_delay [expr $clk_period * $clk_io_pct] -clock clk0 $non_clock_inputs
set_output_delay [expr $clk_period * $clk_io_pct] -clock clk0 [all_outputs]
--- flow/design.v ---
module ScanDisplayDriver #(
    parameter integer CLOCK_FREQ = 25_000_000,   
    parameter integer REFRESH_HZ = 1000          
)(
    input              clk_sys,     
    input              resetn,      
    input      [6:0]   score ,      
    output reg [7:0]   seg,         
    output     [3:0]   sel          
);
    localparam REFRESH_COUNTER_WIDTH = 16;  
    reg [REFRESH_COUNTER_WIDTH-1:0] refresh_cnt;
    localparam [7:0] SEG_0 = 8'hFC;  
    localparam [7:0] SEG_1 = 8'h60;  
    localparam [7:0] SEG_2 = 8'hDA;  
    localparam [7:0] SEG_3 = 8'hF2;  
    localparam [7:0] SEG_4 = 8'h66;  
    localparam [7:0] SEG_5 = 8'hB6;  
    localparam [7:0] SEG_6 = 8'hBE;  
    localparam [7:0] SEG_7 = 8'hE0;  
    localparam [7:0] SEG_8 = 8'hFE;  
    localparam [7:0] SEG_9 = 8'hF6;  
    localparam [7:0] SEG_SPACE = 8'h00;  
    wire [1:0] index = refresh_cnt[REFRESH_COUNTER_WIDTH-1 -: 2];
    reg [31:0] display_data;   
    reg [1:0] digit_idx;
    always @(posedge clk_sys or negedge resetn) begin
        if (!resetn) begin
            refresh_cnt <= 0;
            digit_idx   <= 0;
            display_data <= 32'b0;
        end else begin
            refresh_cnt <= refresh_cnt+1;
            digit_idx <= index; 
            display_data[31:24] <= SEG_SPACE;  
            if(score >= 100)begin  
                display_data[23:16] <= SEG_1;
            end else begin
                display_data[23:16] <= SEG_0; 
            end
            case ((score/10)%10)  
                4'd0: display_data[15:8] <= SEG_0;
                4'd1: display_data[15:8] <= SEG_1;
                4'd2: display_data[15:8] <= SEG_2;
                4'd3: display_data[15:8] <= SEG_3;
                4'd4: display_data[15:8] <= SEG_4;
                4'd5: display_data[15:8] <= SEG_5;
                4'd6: display_data[15:8] <= SEG_6;
                4'd7: display_data[15:8] <= SEG_7;
                4'd8: display_data[15:8] <= SEG_8;
                4'd9: display_data[15:8] <= SEG_9;
                default: display_data[15:8] <= SEG_SPACE;  
            endcase
            case (score%10)  
                4'd0: display_data[7:0] <= SEG_0;
                4'd1: display_data[7:0] <= SEG_1;
                4'd2: display_data[7:0] <= SEG_2;
                4'd3: display_data[7:0] <= SEG_3;
                4'd4: display_data[7:0] <= SEG_4;
                4'd5: display_data[7:0] <= SEG_5;
                4'd6: display_data[7:0] <= SEG_6;
                4'd7: display_data[7:0] <= SEG_7;
                4'd8: display_data[7:0] <= SEG_8;
                4'd9: display_data[7:0] <= SEG_9;
                default: display_data[7:0] <= SEG_SPACE;  
            endcase
        end
    end
    always @(*) begin
        seg = display_data[digit_idx*8+7 -:8];  
    end
    assign sel = ~(4'b0001 << digit_idx);
endmodule
==> deck_impl_summary.md <==
Implementation Results

Layout
  – Syn-to-layout area delta: 22.02%
  – Share of layout cells above drive strength 1: 0.1748
  – Highest-count logic cell in the final layout: sky130_fd_sc_hd__dfrtp_1
  – Design Area, Final: approximately 3100 um2
  – Top cells excl fill/tap: sky130_fd_sc_hd__dfrtp_1 (34), sky130_fd_sc_hd__nand2_1 (25), sky130_fd_sc_hd__buf_4 (25), sky130_fd_sc_hd__clkdlybuf4s50_1 (19)
  – Tally of filler cells in the layout: between 800 and 900
  – Area used by sequential logic in the layout: 850.8 um2
  – Gate Area: around 1600 um2

Place
  – DPL Wire Length: slightly above 4000 um
  – Final estimated routing congestion in global placement: roughly 0.92
  – Post-Place Setup Slack: -41.43 ps
  – Number of buffers added on ports: 19
  – Dpl cell area: approximately 3000 um2

Setup path
  – Largest fanout of any net on the critical path: 6
  – Required time at the worst-slack endpoint: about 4400 ps
  – CP Data Arrival Time: between 4000 and 5000 ps
  – Kind of start point of the critical path: input port
  – Critical Path Slowest Stage Cell: sky130_fd_sc_hd__clkdlybuf4s50_1
  – WS Path Type: in2reg
  – Crit end category: register
  – Delay of the slowest cell on the worst path: between 400 and 500 ps
  – Most prevalent standard cell on the critical path: sky130_fd_sc_hd__inv_1
  – Critical path, cell by cell: clkdlybuf4s50_1 -> nor2_1 -> inv_1 -> ha_1 -> nand2b_1 -> and4_1 -> a211oi_4 -> nand3_2 -> a32oi_4 -> o211ai_4 -> xor2_1 -> inv_1 -> ha_1 -> inv_1 -> a2111o_1 -> a32oi_1 -> a21oi_1

Floorplan
  – Die Footprint: about 9000 um2
  – Number of I/O pins: 21
  – Row count: 33
  – Core ar.: just over 8000 um2
  – Width of the die: around 95 um
  – Core utilization at floorplan: 0.3117
  – Die H: 94.63 um

Yosys
  – Ys flop type: sky130_fd_sc_hd__dfrtp_1
  – Sequential-to-total area share from yosys stat: 0.3306
  – Number of distinct library cell variants in the gate-level netlist after synthesis: roughly 63
  – Flip-flops with a built-in enable: 0
  – Synthesis area per yosys: 2574 um2
  – Post-synthesis async set-or-reset flop share: 1.000
  – Cell type with the largest total area after synthesis: sky130_fd_sc_hd__dfrtp_1
  – Gate Count Post-Synth: roughly 290
  – Avg Synthesized Cell Area: roughly 9 um2
  – Cells taking the most area after synthesis: sky130_fd_sc_hd__dfrtp_1 (33%), sky130_fd_sc_hd__ha_1 (7.3%), sky130_fd_sc_hd__xnor2_1 (4.4%)
  – Post-Synthesis Cell Area: 2574 um2
  – Number of cell instances after yosys synthesis: roughly 290
  – Synth warnings: 1
  – Fraction of post-synthesis cell area in the top cell type by area: 0.3306
  – Number of synthesized register bits: 34

Timing
  – Setup TNS: 0 ps
  – Clock skew after layout: 4.306 ps
  – Worst path setup slack after routing: ~330 ps
  – Hold Vio Cnt, Final: 0
  – Unrepaired setup endpoints after global routing: false
  – Final number of setup-violating endpoints: 0
  – Post-layout period usage: 0.9212
  – Worst hold slack: around 400 ps
  – Max-slew violation count: 0
  – Top achievable clock speed: between 200 and 300 MHz
  – Final Critical Period: 3869 ps

Global route
  – Gr ovfl total: 0
  – Global router's overall resource usage: 0.1252
  – Global-route wire length before repair: approximately 9000 um
  – Largest net degree at the start of global routing: 35
  – Number of global-route vias before repair: 2009
  – Antenna violations before repair: 0

Power and ir drop
  – Power density relative to cell area: 344.7 nW/um2
  – Worst vdd ir: between 0.15 and 0.2 mV
  – Total power consumption of the routed design: roughly 1.1 mW
  – Leakage: 1.347 nW

Clock tree
  – Clock tree from TritonCTS: done
  – # clock sinks: 34
  – Total clock buffers created by CTS: 5
  – Clock latency at the later pin of the worst-skew pair: approximately 280 ps
  – Maximum count of clock buffers along a single path: 2
  – H-Tree Depth: 2
  – Clk pin slew, worst setup/hold paths: around 70 ps
  – Clk Tree Root Cell: sky130_fd_sc_hd__clkbuf_8

Drt
  – Vias: between 2000 and 2500
  – Antenna diode count: 0
  – DRT Pass-1 Iters: 4
  – Detailed Route WL: 5307 um
  – DRC viols: 0
  – Count of nets left with antenna violations after detail routing: 0
  – Post-detailed-route wirelength per cell: between 10 and 15 um
  – Vias per inst: about 4.9
  – Starting DRT DRC Count: 88

Status
  – Outcome: completed

Job
  – Number of max-cap violations: 0
  – Count of warning messages emitted by the tools: 34

Worst hold path
  – Worst Hold Class: reg2reg
-- cell usage after synthesis (all sizes together) (2+ instances only) --
cell / count
nor4: 3
o21a: 5
nor2: 17
mux2: 2
and4: 3
buf: 9
o211ai: 4
a21o: 2
nand3: 15
a211o: 3
o21ai: 16
inv: 18
a32oi: 4
and3: 4
clkbuf: 3
a31oi: 6
o22ai: 2
nor3: 4
nand2: 25
nor2b: 5
nand4: 3
and2: 5
a21oi: 16
nand2b: 4
conb: 2
o31a: 3
maj3: 2
mux2i: 8
or3: 5
ha: 15
dfrtp: 34
xnor2: 13
a211oi: 6
or2: 3
xor2: 4
-- registers in the layout (all words and copies together) (netlist names) --
| register | cells |
|---|---|
| digit_idx | 2 |
| display_data | 16 |
| refresh_cnt | 16 |
-- cell families (layout without fill, tap and decap cells) --
| group | after synthesis | count (layout) | synth area share |
|---|---|---|---|
| and+or+nand+nor | 99 | 99 | 0.2061 |
| AOI/OAI and AO/OA | 76 | 76 | 0.2178 |
| DFF | 34 | 34 | 0.3306 |
| buffers and inverters | 31 | 71 | 0.06368 |
| adders and majority gates | 17 | 17 | 0.08119 |
| xor gates and xnor gates | 17 | 17 | 0.05785 |
| muxes | 10 | 10 | 0.03986 |
| other | 2 | 2 | 0.002918 |
-- critical path: cells and delay by family --
kind / cells / cell delay [ps]
compound gates: 6 / 1170
simple gates: 4 / 800
buf+inv: 4 / 630
fa+ha+maj: 2 / 430
xor+xnor: 1 / 160
-- metrics by stage --
step | utilization | instances
2_1_floorplan | - | 286
3_3_place_gp | 0.3626 | 423
3_5_place_dp | 0.3626 | 423
4_1_cts | 0.3792 | 431
5_1_grt | 0.3803 | 431
6_report | 0.3803 | 431
-- path summary, 6_finish.rpt --
| path | cells past startpoint | from | endpoint | slack, ps |
|---|---|---|---|---|
| worst min register to register | 0 | refresh_cnt[15]$_DFF_PN0_ | digit_idx[1]$_DFF_PN0_ | 400 |
| worst min-delay path | 0 | refresh_cnt[15]$_DFF_PN0_ | digit_idx[1]$_DFF_PN0_ | 400 |
| min in group asynchronous | 2 | resetn | refresh_cnt[10]$_DFF_PN0_ | 980 |
| worst max-delay path | 17 | score[5] | display_data[4]$_DFF_PN0_ | 330 |
| max in group asynchronous | 2 | resetn | display_data[11]$_DFF_PN0_ | 2930 |
| worst max register to register | 6 | refresh_cnt[2]$_DFF_PN0_ | refresh_cnt[15]$_DFF_PN0_ | 2600 |
-- layer usage --
layer | GRT usage | share of wire
met1 | 0.1752 | 0.49
met2 | 0.2086 | 0.46
met3 | 0.02124 | 0.031
met4 | 0.02020 | 0.015
met5 | 0 | 0
-- layout make-up --
class	count	share of cell area
Multi-Input combinational cell	221	0.4992
Timing Repair Buffer	44	0.1203
Tap cell	105	0.04183
Clock inverter	3	0.02191
Sequential cell	34	0.2709
Clock buffer	5	0.02191
Inverter	19	0.02390
-- what timing repair did --
item | CTS | global route
buffers inserted | 0 | 0
setup endpoints to repair | 0 | 3
gates resized | 0 | 2
hold buffers | 0 | 0
-- where the power goes --
group	switching (mW)	internal, mW	total, mW
Combinational	0.178	0.174	0.352
Clock	0.118	0.238	0.356
Sequential	0.0109	0.364	0.375
Total	0.307	0.775	1.08
Power and IR drop assume default switching activity.
