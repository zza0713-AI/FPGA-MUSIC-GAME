==> design.v <==
module debouncing #(
    parameter bitwidth = 20,
    parameter delayT   = 250_000    
)(
    input  wire clk_sys,   
    input  wire key_b,     
    output reg  key,        
    output key_pulse   
);
    reg [bitwidth-1:0] counter = delayT;   
    reg prev_key; 
    always @(negedge clk_sys) begin
        if ((counter == delayT) && (key_b == 1'b0) && (key == 1'b1)) begin
            counter <= 0;   
        end
        else if (counter < delayT) begin
            counter <= counter + 1'b1;   
        end
    end
    always @(negedge clk_sys) begin
        if ((counter == delayT) && (key_b == 1'b0)) begin
            key <= 1'b0;   
        end
        else if (key_b == 1'b1) begin
            key <= 1'b1;   
        end
        prev_key<=key;
    end
    assign key_pulse=~(prev_key&(~key));
endmodule
module debouncing_fsm #(
    parameter bitwidth = 20,
    parameter delayT   = 250_000    
)(
    input  wire clk_sys,    
    input  wire resetn,      
    input  wire key_b,      
    output reg  key,        
    output key_pulse   
);
    localparam    IDLE     = 2'b00;   
    localparam    COUNTING = 2'b01;   
    localparam    PRESSED  = 2'b10;   
    reg [1:0] current_state, next_state;
    reg [bitwidth-1:0] counter, next_counter;
    always @(posedge clk_sys or negedge resetn) begin
        if (!resetn) begin
            current_state <= IDLE;
            counter <=delayT;
        end else begin
            current_state <= next_state;
            counter <=next_counter;
        end
    end
    always @(*) begin
        next_state = current_state;  
		next_counter = counter;
        case (current_state)
            IDLE: begin
                next_counter=delayT;
                if (key_b == 1'b0)         
                    next_state = COUNTING;
            end
            COUNTING: begin
                if (counter >0) begin
                    next_counter =counter -1;
                    next_state =COUNTING;
                end else if (key_b == 1'b1) begin    
                    next_counter = delayT;
                    next_state = IDLE;
                end
                else begin  
                    next_state = PRESSED;
                    next_counter =0;
                end
            end
            PRESSED: begin
                next_counter =0;
                if (key_b == 1'b1)         
                    next_state = IDLE;
            end
        endcase
    end
    reg prev_key;
    always @(posedge clk_sys or negedge resetn) begin
        if (!resetn) begin
            key       <= 1'b1;
            prev_key  <= 1'b1;
        end else begin
            case (current_state)
                IDLE: begin
                    key  <= 1'b1;  
                end
                COUNTING: begin
                    key <= 1'b0;  
                end
                PRESSED: begin
                    key <= 1'b0;  
                end
            endcase
            prev_key  <= key;
        end
    end
    assign key_pulse=~(prev_key&(~key));
endmodule
==> run.sh <==
#!/bin/bash
# OpenROAD 26Q1-2900-gdf79404cd8, Yosys 0.63+post, stock flow scripts
make -C /OpenROAD-flow-scripts/flow DESIGN_CONFIG=/design/flow/config.mk WORK_HOME=/design/flow/orfs finish
==> config.mk <==
export PLATFORM = sky130hd
export DESIGN_NAME = debouncing_fsm
export DESIGN_NICKNAME = debouncing_fsm
export VERILOG_FILES = /design/flow/design.v
export SDC_FILE = /design/flow/constraint.sdc
export NUM_CORES = 4
export LEC_CHECK = 1
export CORE_AREA = 10 10 105 105
export DIE_AREA = 0 0 115 115
==> constraint.sdc <==
current_design debouncing_fsm

set clk_period 5.3
set clk_io_pct 0.2

create_clock -name clk0 -period $clk_period [get_ports {clk_sys}]

set non_clock_inputs [all_inputs -no_clocks]
set_input_delay [expr $clk_period * $clk_io_pct] -clock clk0 $non_clock_inputs
set_output_delay [expr $clk_period * $clk_io_pct] -clock clk0 [all_outputs]
==> flow_summary.json <==
{
  "worstSetupEndpointType": "primary output",
  "ctsHoldBuffers": 0,
  "place_area_um2": 1555,
  "rsz0062_at_grt": "no",
  "synth_area_per_cell_um2": 9.601,
  "place.gp.congestion": 0.7989,
  "hold_slack_ns": 0.3895,
  "hold_path_depth": 0,
  "yosysWarnings": 1,
  "reg2reg_from": "counter[10]",
  "clock_latency_ns": 0.27,
  "synth-xor-area-share_pct": 0,
  "routed_wl_um": 2937,
  "worst-slew-pin-transition_ns": 0.8568,
  "power_uw": 314.2,
  "die-height_um": 115,
  "crit_path_max_incr_delay_ns": 0.56,
  "drtPass1Iterations": 5,
  "path_buffers": 1,
  "clkTransAtPathRegs_ns": 0.09,
  "setup_viol": 0,
  "htreeDepth": 1,
  "ys_area_um2": 1411,
  "dp_hpwl_um": 2060,
  "drv_slew": 0,
  "via_per_inst": 4.323,
  "max_freq_mhz": 402.6,
  "adder_share_pct": 1.773,
  "synth_area_um2": 1411,
  "postSynthSeqShare_pct": 45.21,
  "fp.dieW_um": 115,
  "status": "finished clean",
  "muxShareOfSynthArea_pct": 0,
  "grt.total_usage_pct": 4.387,
  "cts-resized-gates": 0,
  "top_cell_area_share_pct": 26.60,
  "grt_pass1_vias": 1007,
  "num_io_pins": 5,
  "core_area_um2": 8763,
  "drtIter0Drc": 46,
  "post-synth-top-count-cell": "a21oi_1",
  "synth.cellmix.simpleShare_pct": 24.29,
  "clockPowerShare_pct": 37.2,
  "aoi_share_pct": 23.58,
  "ys_types": 43,
  "syn_to_final_growth_pct": 13.65,
  "cp_max_fo": 4,
  "diodes": 0,
  "post_cts_buffers": 0,
  "power.leakage_uw": 0.0005877,
  "initCoreUtil_pct": 16.11,
  "wl_per_cell_um": 11.43,
  "cp_slowest_cell": "dfstp_2",
  "grt_max_degree": 26,
  "edf_count": 0,
  "cts_made_buffers": 3,
  "min-delay-start": "key",
  "fp-row-count": 34,
  "common_cells": "16 x a21oi_1, 15 x dfrtp_1, 10 x dfstp_2, 8 x nor2_1",
  "area_leaders": "dfrtp_1 27%, dfstp_2 19%, a21oi_1 5.7%",
  "logic_family": "simple AND/OR/NAND/NOR gates",
  "cellPowerDensity_nw_per_um2": 195.9,
  "internal_power_uw": 246.3,
  "p_sw_share_pct": 21.61,
  "cts_sinks": 25,
  "hp-class": "reg -> reg",
  "critical_path_class": "reg -> out",
  "drc_errors": 0,
  "worst_hold_path.endpoint": "prev_key",
  "finClkSkew_ns": 0.004354,
  "top_area_cell": "dfrtp_1",
  "clk_path_buf_depth": 2,
  "syn-instance-count": 147,
  "r2r_setup_slack_ns": 2.91,
  "ys_cells": 147,
  "path_cells": "nand2b_1 -> clkdlybuf4s50_1",
  "path_delay_family": "flip-flops",
  "cts_root_buf": "clkbuf_8",
  "warnings": 26,
  "port_buffers": 4,
  "ff2ff_path_depth": 6,
  "switching_power_uw": 67.92,
  "async_flop_share_pct": 100.0,
  "antenna_left": 0,
  "fin_setup_tns_ns": 0,
  "grt.overflow.total": 0,
  "cts_tree": "done",
  "final.min_clock_period_ns": 2.484,
  "synth_flop_count": 25,
  "die_area_um2": 13230,
  "cp.arrival_ns": 1.42,
  "r2r-end": "counter[11]",
  "antenna_found_initial": 0,
  "ys.flop_type": "dfrtp_1",
  "combPwrFrac_pct": 2.0,
  "seqPwrFrac_pct": 60.8,
  "worstPathRequired_ns": 4.24,
  "drv_cap": 0,
  "min_period_over_period_pct": 46.86,
  "hold_violations": 0,
  "max-vdd-ir-drop_mv": 0.08359,
  "via_count": 1111,
  "setup.worst_path.start_class": "flop",
  "stdcell_area_um2": 1604,
  "maxSlewHeadroom_pct": 42.44,
  "drive_above_1_share_pct": 14.09,
  "grt_pass1_wl_um": 4954
}
[per-stage QoR]
| step | cells | util (%) | worst slack (ns) |
|---|---|---|---|
| after global routing | 257 | 18.30 | 2.747 |
| after global placement | 253 | 17.75 | 2.811 |
| final | 257 | 18.30 | 2.816 |
| after CTS | 257 | 18.30 | 2.791 |
| after detailed placement | 253 | 17.75 | 2.800 |
| after floorplan | 147 | - | 3.305 |
[power groups by stage]
| stage | clock network [µW] | logic (µW) | registers [µW] |
|---|---|---|---|
| finish | 117 | 6.32 | 191 |
| global route | 130 | 7.23 | 191 |
| CTS | 123 | 6.75 | 191 |
[cells by family (layout without fill, tap and decap cells)]
kind of cell	after synthesis	after routing
buffers and inverters	15	17
DFF	25	25
AOI/OAI and AO/OA	52	52
and+or+nand+nor	53	53
adders and majority gates	2	2
[sequential cells by signal, indices dropped and copies added, names as in the netlist]
signal         cells
counter           20
current_state      3
prev_key           1
key                1
[worst max-delay path by stage]
stage     start        end  slack [ns]  cells after the start
5_1_grt     key  key_pulse        2.75                      2
6_report    key  key_pulse        2.82                      2
4_1_cts     key  key_pulse        2.79                      2
[layer usage]
layer,track usage (%),vias to the layer above,wire length [µm]
met5,0,-,0
met4,0.8251,0,39
met3,0.7384,2,75
met2,6.832,11,1293
met1,6.322,539,1529
li1,-,559,-
[layout make-up]
cell class                      instances  area (µm²)
Clock buffer                            3       41.29
Clock inverter                          1       7.507
Fill cell                             985        7159
Inverter                                7       26.28
Multi-Input combinational cell        107       700.7
Sequential cell                        25       638.1
Tap cell                              108       135.1
Timing Repair Buffer                    6       55.05
[cell usage in the layout, fill, tap and decap left out, types with 3 or more instances in the layout]
master / count
nand2_1: 6
or3_1: 6
o21ai_1: 3
dfrtp_1: 15
clkbuf_8: 3
inv_1: 7
nor4_4: 3
or4_1: 4
o21ai_0: 6
nand2b_1: 3
a31oi_1: 7
dfstp_2: 10
o21a_1: 3
clkdlybuf4s50_1: 4
nor2_1: 8
a21oi_1: 16
nor3_1: 7
nand3_1: 5
